$ cat design/flow/run.sh
#!/bin/bash
# OpenROAD 26Q1-2900-gdf79404cd8, Yosys 0.63+post, stock flow scripts
make -C /OpenROAD-flow-scripts/flow DESIGN_CONFIG=/design/flow/config.mk WORK_HOME=/design/flow/orfs finish
$ cat design/flow/config.mk
export PLATFORM = sky130hd
export DESIGN_NAME = twiddlefactors_128
export DESIGN_NICKNAME = twiddlefactors_128
export VERILOG_FILES = /design/flow/design.v
export SDC_FILE = /design/flow/constraint.sdc
export NUM_CORES = 4
export LEC_CHECK = 1
export CORE_AREA = 10 10 95 95
export DIE_AREA = 0 0 105 105
$ cat design/flow/constraint.sdc
current_design twiddlefactors_128

set clk_period 2.5
set clk_io_pct 0.2

create_clock -name clk0 -period $clk_period [get_ports {clk}]

set non_clock_inputs [all_inputs -no_clocks]
set_input_delay [expr $clk_period * $clk_io_pct] -clock clk0 $non_clock_inputs
set_output_delay [expr $clk_period * $clk_io_pct] -clock clk0 [all_outputs]
$ cat design/flow/design.v
module twiddlefactors_128 (
    input  wire clk,
    input  wire [5:0] addr,
    output reg signed [15:0] tf_out
  );
  always @ (posedge clk)
    begin
      case (addr)
       6'd0: tf_out <= { 8'sd64, -8'sd0 };
       6'd1: tf_out <= { 8'sd64, -8'sd3 };
       6'd2: tf_out <= { 8'sd64, -8'sd6 };
       6'd3: tf_out <= { 8'sd63, -8'sd9 };
       6'd4: tf_out <= { 8'sd63, -8'sd12 };
       6'd5: tf_out <= { 8'sd62, -8'sd16 };
       6'd6: tf_out <= { 8'sd61, -8'sd19 };
       6'd7: tf_out <= { 8'sd60, -8'sd22 };
       6'd8: tf_out <= { 8'sd59, -8'sd24 };
       6'd9: tf_out <= { 8'sd58, -8'sd27 };
       6'd10: tf_out <= { 8'sd56, -8'sd30 };
       6'd11: tf_out <= { 8'sd55, -8'sd33 };
       6'd12: tf_out <= { 8'sd53, -8'sd36 };
       6'd13: tf_out <= { 8'sd51, -8'sd38 };
       6'd14: tf_out <= { 8'sd49, -8'sd41 };
       6'd15: tf_out <= { 8'sd47, -8'sd43 };
       6'd16: tf_out <= { 8'sd45, -8'sd45 };
       6'd17: tf_out <= { 8'sd43, -8'sd47 };
       6'd18: tf_out <= { 8'sd41, -8'sd49 };
       6'd19: tf_out <= { 8'sd38, -8'sd51 };
       6'd20: tf_out <= { 8'sd36, -8'sd53 };
       6'd21: tf_out <= { 8'sd33, -8'sd55 };
       6'd22: tf_out <= { 8'sd30, -8'sd56 };
       6'd23: tf_out <= { 8'sd27, -8'sd58 };
       6'd24: tf_out <= { 8'sd24, -8'sd59 };
       6'd25: tf_out <= { 8'sd22, -8'sd60 };
       6'd26: tf_out <= { 8'sd19, -8'sd61 };
       6'd27: tf_out <= { 8'sd16, -8'sd62 };
       6'd28: tf_out <= { 8'sd12, -8'sd63 };
       6'd29: tf_out <= { 8'sd9, -8'sd63 };
       6'd30: tf_out <= { 8'sd6, -8'sd64 };
       6'd31: tf_out <= { 8'sd3, -8'sd64 };
       6'd32: tf_out <= { 8'sd0, -8'sd64 };
       6'd33: tf_out <= { -8'sd3, -8'sd64 };
       6'd34: tf_out <= { -8'sd6, -8'sd64 };
       6'd35: tf_out <= { -8'sd9, -8'sd63 };
       6'd36: tf_out <= { -8'sd12, -8'sd63 };
       6'd37: tf_out <= { -8'sd16, -8'sd62 };
       6'd38: tf_out <= { -8'sd19, -8'sd61 };
       6'd39: tf_out <= { -8'sd22, -8'sd60 };
       6'd40: tf_out <= { -8'sd24, -8'sd59 };
       6'd41: tf_out <= { -8'sd27, -8'sd58 };
       6'd42: tf_out <= { -8'sd30, -8'sd56 };
       6'd43: tf_out <= { -8'sd33, -8'sd55 };
       6'd44: tf_out <= { -8'sd36, -8'sd53 };
       6'd45: tf_out <= { -8'sd38, -8'sd51 };
       6'd46: tf_out <= { -8'sd41, -8'sd49 };
       6'd47: tf_out <= { -8'sd43, -8'sd47 };
       6'd48: tf_out <= { -8'sd45, -8'sd45 };
       6'd49: tf_out <= { -8'sd47, -8'sd43 };
       6'd50: tf_out <= { -8'sd49, -8'sd41 };
       6'd51: tf_out <= { -8'sd51, -8'sd38 };
       6'd52: tf_out <= { -8'sd53, -8'sd36 };
       6'd53: tf_out <= { -8'sd55, -8'sd33 };
       6'd54: tf_out <= { -8'sd56, -8'sd30 };
       6'd55: tf_out <= { -8'sd58, -8'sd27 };
       6'd56: tf_out <= { -8'sd59, -8'sd24 };
       6'd57: tf_out <= { -8'sd60, -8'sd22 };
       6'd58: tf_out <= { -8'sd61, -8'sd19 };
       6'd59: tf_out <= { -8'sd62, -8'sd16 };
       6'd60: tf_out <= { -8'sd63, -8'sd12 };
       6'd61: tf_out <= { -8'sd63, -8'sd9 };
       6'd62: tf_out <= { -8'sd64, -8'sd6 };
       6'd63: tf_out <= { -8'sd64, -8'sd3 };
        default:
          begin
            tf_out <= 16'd0;
          end
      endcase
    end
endmodule
==> metrics.yaml <==
floorplanning:
  die_x_microns: 105
  ios: 23
  core_area_sq_um: 6910
  fp_util_pct: 17.7
  die_h_microns: 105
  floorplan.rows: 30
  die-area_sq_um: 11000
final_layout:
  syn_to_final_growth_pct: 33.6
  largest-register: "tf_out"
  fin_area_sq_um: 1630
  largest_registers: "tf_out x15"
  finalNonFillerCells: 271
  drive_gt1_share_pct: 17.1
  largest_reg_flops: 15
clock_tree:
  hold_buffers: 0
  cts_tree: "done"
  cts_root_buffer: "clkbuf_8"
  cts_sinks: 15
  cts_post_setup_buffers_inserted: 0
  cts.repair.resized: 0
  cts_max_level: 1
  clk_pin_slew_ps: 60
  cts_max_path_buffers: 2
  cts_buffers: 3
critical_path:
  critPathLaunchType: "input port"
  crit_fanout: 7
  crit_required_ps: 2630
  crit_slowest_cell: "clkdlybuf4s50_1"
  end_kind: "flip-flop"
  crit_arrival_ps: 2240
  worstSetupPathType: "input port to flip-flop"
  crit_chain: "clkdlybuf4s50_1 > inv_1 > ha_1 > mux2i_1 > mux2_2 > o21ai_0 > o41ai_1"
  max_stage_delay_ps: 490
grt:
  grt_use_total_pct: 5.67
  grt_pass1_vias: 1062
  grt_pass1_wl_mm: 5.33
  gr-total-overflow: 0
  grt_max_degree: 39
  antenna_found_initial: 0
synth:
  xor_area_share_pct: 0
  numSynthFlops: 15
  yosys-top-cells-count: "a21oi_1, dfxtp_1, ha_1, nor2_1"
  edf_count: 0
  synth.distinct_cells: 49
  synth.avg_cell_area_sq_um: 8.20
  yosys.area_share.adder_pct: 8.19
  synthArstFlopShare_pct: 0
  synth.area.mux_share_pct: 6.76
  ys_warn_count: 1
  syn_inst: 149
  ys_cells: 149
  yosysTopAreaCell: "dfxtp_1"
  synth_chip_area_sq_um: 1220
  ys_seq_share_pct: 24.6
  top_cell_area_share_pct: 24.6
  synth_area_sq_um: 1220
  top_logic_kind: "AND-OR/OR-AND gates"
  aoi_share_pct: 30.5
  ys_sh_simple_pct: 19.9
  synthFlopType: "dfxtp_1"
  top_cells_by_area: "dfxtp_1, ha_1, a21oi_1"
sta:
  rsz0062_at_grt: "false"
  timing.final.crit_share_pct: 84.7
  max_clock_freq_ghz: 0.472
  hold_viol: 0
  period_needed_ps: 2120
  worstMarginPinSlew_ps: 419
  tns_ps: 0
  final-setup-viol-count: 0
  slew_violations: 0
  relSlewSlack_pct: 71.3
power_and_ir_drop:
  totalPowerFinal_uw: 688
  ir_worst_vdd_uv: 108
  leakage_nw: 0.638
  p_per_area_nw_per_um2: 421
drt:
  firstDrtPassIters: 4
  drc: 0
  first_iter_violations: 103
  wl_per_cell_microns: 11.7
  avgViaCountPerCell: 4.21
  ant_nets: 0
  dr_total_vias: 1140
  insertedDiodeCount: 0
  wl_mm: 3.18
placement:
  routabilityCongestion: 0.883
  io_buffer_count: 22
  dpl_cell_area_sq_um: 1590
  hpwl_mm: 2.50
  place_inst: 267
job:
  warning_count: 32
  drv_cap: 0
outcome:
  status: "completed"
worst_hold_path:
  holdCritPathClass: "input port to flip-flop"
path summary, 6_finish.rpt:
path,from,end,slack (ps),cells past startpoint
worst min-delay path,addr[5],tf_out[10],1060,3
worst max-delay path,addr[1],tf_out[11],380,7
cell type report:
type | instances | area, sq um
fillers | 789 | 5270
multi-input cells | 113 | 798
repair buffers | 37 | 345
flip-flops and latches | 15 | 300
well taps | 96 | 120
clock buffers | 3 | 41.3
inverters | 6 | 22.5
clock inverters | 1 | 5.00
per-stage QoR:
step	util (%)	worst slack (ps)	hold WS (ps)
finish	23.6	382	1060
global route	23.6	271	1080
CTS	23.6	396	1050
detailed placement	23.0	146	1170
global placement	23.0	182	1170
floorplan	-	512	601
layer usage:
layer / vias up / track usage [%] / wire length (microns)
met5: - / 0 / 0
met4: 0 / 0.784 / 24
met3: 2 / 1.74 / 199
met2: 26 / 8.67 / 1390
met1: 510 / 7.84 / 1570
li1: 602 / - / -
power by group:
group / switching, mW / total (mW) / leakage [nW] / internal (mW)
Clock: 0.0782 / 0.188 / 0.0255 / 0.110
Combinational: 0.105 / 0.230 / 0.486 / 0.125
Sequential: 0.00527 / 0.270 / 0.126 / 0.265
Total: 0.189 / 0.688 / 0.638 / 0.499
cell families (layout without fill, tap and decap cells):
group,Yosys count,in the layout
compound gates,52,52
simple gates,45,45
buf+inv,21,47
flops,15,15
fa+ha+maj,8,8
mux,8,8
critical path, delay by kind of cell:
kind	cells	cell delay, ps
buf+inv	2	580
mux	2	540
fa+ha+maj	1	370
compound gates	2	250
cell usage in the layout (no fill, tap or decap), drive strengths merged, types with 2 or more instances in the layout:
master         netlist  final
a2111oi              2      2
a21oi               15     15
a31oi                6      6
a32oi                2      2
and2                 2      2
buf                 14     15
clkbuf               1      3
clkdlybuf4s50        0     22
clkinv               1      2
dfxtp               15     15
ha                   8      8
inv                  5      5
mux2                 2      2
mux2i                6      6
nand2                8      8
nand2b               7      7
nand3                4      4
nor2                 8      8
nor2b                5      5
nor3                 3      3
o211ai               3      3
o21ai                6      6
o311ai               2      2
o41ai                2      2
or3                  4      4
Power figures rest on the tool's default switching activity, not on a simulated workload.
