--- /design/flow/run.sh ---
#!/bin/bash
# OpenROAD 26Q1-2900-gdf79404cd8, Yosys 0.63+post, stock flow scripts
make -C /OpenROAD-flow-scripts/flow DESIGN_CONFIG=/design/flow/config.mk WORK_HOME=/design/flow/orfs finish
--- /design/flow/config.mk ---
export PLATFORM = sky130hd
export DESIGN_NAME = butterfly
export DESIGN_NICKNAME = butterfly
export VERILOG_FILES = /design/flow/design.v
export SDC_FILE = /design/flow/constraint.sdc
export NUM_CORES = 4
export LEC_CHECK = 1
export CORE_UTILIZATION = 50
--- /design/flow/constraint.sdc ---
current_design butterfly

set clk_period 5.1
set clk_io_pct 0.2

create_clock -name clk0 -period $clk_period [get_ports {clk}]

set non_clock_inputs [all_inputs -no_clocks]
set_input_delay [expr $clk_period * $clk_io_pct] -clock clk0 $non_clock_inputs
set_output_delay [expr $clk_period * $clk_io_pct] -clock clk0 [all_outputs]
--- /design/flow/design.v ---
module butterfly #(parameter DATA_WIDTH = 8,
                   parameter ADDR_WIDTH = 3)
                  (input wire clk,
                   input wire [2 * DATA_WIDTH-1:0] in_a,
                   input wire [2 * DATA_WIDTH-1:0] in_b,
                   input wire [2 * ADDR_WIDTH-1:0] m_in,        
                   input wire [2 * DATA_WIDTH-1:0] w,           
                   output reg [2 * DATA_WIDTH-1:0] out_a = 0,
                   output reg [2 * DATA_WIDTH-1:0] out_b = 0,
                   output reg [2 * ADDR_WIDTH-1:0] m_out = 0);  
    localparam PN = 2;
    reg signed [DATA_WIDTH- 1:0] in_a_re [PN-1:0];
    reg signed [DATA_WIDTH- 1:0] in_a_im [PN-1:0];
    wire signed [DATA_WIDTH- 1:0] in_b_re;
    wire signed [DATA_WIDTH- 1:0] in_b_im;
    wire signed [DATA_WIDTH- 1:0] w_re   ;
    wire signed [DATA_WIDTH- 1:0] w_im   ;
    integer i;
    always @(posedge clk) begin
        in_a_re[0] <= in_a[2*DATA_WIDTH-1:DATA_WIDTH];
        in_a_im[0] <= in_a[DATA_WIDTH-1:0];
        for(i = 0;i<PN-1;i = i+1)
        begin
            in_a_re[i+1] <= in_a_re[i];
            in_a_im[i+1] <= in_a_im[i];
        end
    end
    assign in_b_im = in_b[DATA_WIDTH-1:0];
    assign in_b_re = in_b[2*DATA_WIDTH-1:DATA_WIDTH];
    assign w_im    = w[DATA_WIDTH-1:0];
    assign w_re    = w[2*DATA_WIDTH-1:DATA_WIDTH];
    reg signed [DATA_WIDTH-1:0] w_in_b_re    = 0;
    reg signed [DATA_WIDTH-1:0] w_in_b_im    = 0;
    reg signed [2*DATA_WIDTH-1:0] w_in_b_re1 = 0;
    reg signed [2*DATA_WIDTH-1:0] w_in_b_im1 = 0;
    reg signed [2*DATA_WIDTH-1:0] w_in_b_re2 = 0;
    reg signed [2*DATA_WIDTH-1:0] w_in_b_im2 = 0;
    always@(posedge clk)
    begin
        w_in_b_re1 <= (w_re * in_b_re) >>> (DATA_WIDTH - 2);
        w_in_b_im1 <= (w_re * in_b_im) >>> (DATA_WIDTH - 2);
        w_in_b_re2 <= (w_im * in_b_im) >>> (DATA_WIDTH - 2);  
        w_in_b_im2 <= (w_im * in_b_re) >>> (DATA_WIDTH - 2);  
        w_in_b_re <= w_in_b_re1 - w_in_b_re2;
        w_in_b_im <= w_in_b_im1 + w_in_b_im2;
    end
    always@(posedge clk)
    begin
        out_a[DATA_WIDTH - 1 : 0]              <= (in_a_im[PN-1] + w_in_b_im) >>> 1;
        out_a[2 * DATA_WIDTH - 1 : DATA_WIDTH] <= (in_a_re[PN-1] + w_in_b_re) >>> 1;
        out_b[DATA_WIDTH - 1 : 0]              <= (in_a_im[PN-1] - w_in_b_im) >>> 1;
        out_b[2 * DATA_WIDTH - 1 : DATA_WIDTH] <= (in_a_re[PN-1] - w_in_b_re) >>> 1;
    end
    reg [2 * ADDR_WIDTH-1:0] m_in_1 = 0;
    reg [2 * ADDR_WIDTH-1:0] m_in_2 = 0;
    reg [2 * ADDR_WIDTH-1:0] m_in_3 = 0;
    reg [2 * ADDR_WIDTH-1:0] m_in_4 = 0;
    reg [2 * ADDR_WIDTH-1:0] m_in_5 = 0;
    always@(posedge clk)
    begin
        m_in_1 <= m_in;
        m_in_2 <= m_in_1;
        m_in_3 <= m_in_2;
        m_in_4 <= m_in_3;
        m_in_5 <= m_in_4;
        m_out <= m_in_5;
    end
endmodule
==> qor.yml <==
yosys-stat-area_um2: 13100
grt_pass1_vias: 8890
cp_max_fo: 13
postRouteAntennaNets: 0
r2r_slack_ns: 3.03
worst_ep_required_time_ns: 5.44
hpwl_mm: 20.6
yosys.area.top_type: "fa_1"
wl_per_cell_um: 12.7
synth_top_area_share_pct: 29.0
hold_end: "m_in_5[0]"
grt_pass1_wl_mm: 41.9
drive_gt1_share_pct: 11.5
routed-via-count: 8888
yosysWarnings: 3
holdPathStages: 0
cts_tree: "yes"
cap_viol_max_count: 0
die-area_um2: 26900
viasPerCell: 4.63
drtPass1Iterations: 4
common_cells: "inv_1, fa_1, and2_1"
fin_cells: 1921
die_x_um: 164
ys_ff: 144
r2r_start: "w_in_b_re[1]"
clock_path_buffers: 2
final.setup_skew_ns: 0.0103
hold_viol_final: 0
p_leak_uw: 0.00798
clkLatencyLatePin_ns: 0.41
post-place-ws_ns: -0.306
period_minus_slack_ns: 4.86
finalPower_uw: 7740
reg2reg_depth: 7
drc_errors: 0
drt_iter0_drc: 408
numCtsBuffers: 17
cts_resized: 0
top_cells_by_area: "fa_1, dfxtp_1, ha_1"
synth_cell_types: 43
dominantRegCellSynth: "dfxtp_1"
async_reset_ff_share_pct: 0
critical_path_class: "primary input to flip-flop"
fmax_ghz: 0.206
ir_drop_mv: 0.467
worst_setup_path_end_kind: "flip-flop"
syn_to_final_growth_pct: 22.4
synth-cells-yosys: 1368
fin_hold_ws_ns: 0.318
worstMarginPinSlew_ns: 0.513
cts.clk_slew.worst_paths_ns: 0.06
powerDensity_nw_per_um2: 482
post-cts-setup-buffers: 0
slew_headroom_pct: 65.7
hold_class: "flip-flop to flip-flop"
warnings: 37
antenna_found_initial: 1
slew_violations: 0
status: "finished clean"
top_cell: "inv_1"
initial_core_util_pct: 51.5
gp_congestion: 0.862
rsz0062_at_grt: "no"
synth.avg_cell_area_um2: 9.59
die_h_um: 164
r2r-end: "out_a[14]"
htreeDepth: 4
synth_area_um2: 13100
ioPinCount: 93
cts_root_buf: "clkbuf_16"
worstPathArrival_ns: 5.20
grt_max_degree: 17
postCtsHoldBufs: 0
fp.coreArea_um2: 25500
setup_slack_ns: 0.243
dp_cells: 1888
fp-row-count: 58
period_used_pct: 95.2
synth_seq_share_pct: 22.0
critPathLaunchType: "primary input"
port_buffers: 92
setup_viol: 0
track_usage_pct: 21.0
grt_overflow: 0
synth-edff-count: 0
fillers: 2121
syn-instance-count: 1368
totalWireLength_mm: 24.5
cts_num_sinks: 144
min-delay-start: "m_in_4[0]"
-- kinds of logic (layout without fill, tap and decap cells) --
group                    after synthesis  after routing  share of synthesized area (%)
flip-flops                           144            144                           22.0
AND/OR/NAND/NOR                      329            329                           13.7
adder cells (fa/ha/maj)              324            324                           41.8
buffers and inverters                362            584                           10.5
other                                  0              1                              0
XOR/XNOR                              92             92                           6.14
AND-OR/OR-AND                        117            117                           5.89
-- worst max-delay path, stage by stage --
cell	delay, ns
clkdlybuf4s50_1	0.44
buf_12	0.16
and2_1	0.15
fa_1	0.53
inv_1	0.06
fa_1	0.54
inv_1	0.05
fa_1	0.47
inv_1	0.05
fa_1	0.47
inv_1	0.04
ha_1	0.28
o21a_1	0.12
a211oi_1	0.27
o21bai_1	0.14
o31ai_1	0.26
xnor2_1	0.14
-- state kept, by name, summed over array words and instances (netlist names), 8 cells and up --
register,cells
in_a_im,16
in_a_re,16
out_a,14
out_b,14
w_in_b_im,8
w_in_b_im1,8
w_in_b_im2,8
w_in_b_re,8
w_in_b_re1,8
w_in_b_re2,8
-- routing by layer --
metal,track usage [%],part of all wire (%)
met1,33.2,48
met2,32.0,45
met3,5.46,5.9
met4,2.10,1.0
met5,0,0.053
-- final cells by class --
cell class / instances / area [µm²] / area share [%]
Clock inverter: 12 / 135 / 0.841
Sequential cell: 144 / 2880 / 17.9
Multi-Input combinational cell: 862 / 8870 / 55.2
Inverter: 322 / 1210 / 7.52
Clock buffer: 20 / 437 / 2.72
Antenna cell: 1 / 2.50 / 0.0156
Tap cell: 330 / 413 / 2.57
Timing Repair Buffer: 230 / 2110 / 13.1
-- layout by cell type, fill, tap and decap left out, drive strengths merged, types with 11 or more instances in the layout --
cell type	netlist	final
a21oi	32	32
and2	150	150
buf	8	138
clkbuf	32	20
clkdlybuf4s50	0	90
dfxtp	144	144
fa	190	190
ha	134	134
inv	322	324
nand2	67	67
nand2b	20	20
nor2	43	43
nor2b	20	20
nor3	11	11
o21a	15	15
o21ai	25	25
o21bai	14	14
xnor2	71	71
xor2	21	21
-- where the power goes --
part,internal [µW],switching (µW),total [µW]
logic,2610,2230,4840
registers,1560,151,1710
clock network,722,471,1190
-- stage by stage --
| stage | util [%] | TNS, ns | cell area, µm² |
|---|---|---|---|
| after global placement | 60.7 | -2.90 | 15500 |
| after floorplan | - | 0 | 13100 |
| final | 63.1 | 0 | 16100 |
| after detailed placement | 60.7 | -3.30 | 15500 |
| after CTS | 63.0 | 0 | 16000 |
| after global routing | 63.1 | 0 | 16100 |
-- how the worst max path moves through the flow --
stage	from	cells past startpoint	endpoint	slack (ns)
6_report	in_b[2]	17	w_in_b_re2[7]	0.24
4_1_cts	w[6]	16	w_in_b_re2[7]	0.14
5_1_grt	w[15]	18	w_in_b_re1[6]	0.02
Power is estimated from default activity; no workload was simulated.
