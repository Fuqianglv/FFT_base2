==> constraint.sdc <==
current_design twiddlefactors_8

set clk_period 1.0
set clk_io_pct 0.2

create_clock -name clk0 -period $clk_period [get_ports {clk}]

set non_clock_inputs [all_inputs -no_clocks]
set_input_delay [expr $clk_period * $clk_io_pct] -clock clk0 $non_clock_inputs
set_output_delay [expr $clk_period * $clk_io_pct] -clock clk0 [all_outputs]
==> run.sh <==
#!/bin/bash
# OpenROAD 26Q1-2900-gdf79404cd8, Yosys 0.63+post, stock flow scripts
make -C /OpenROAD-flow-scripts/flow DESIGN_CONFIG=/design/flow/config.mk WORK_HOME=/design/flow/orfs finish
==> design.v <==
module twiddlefactors_8 (
    input  wire clk,
    input  wire [1:0] addr,
    output reg signed [15:0] tf_out
  );
  always @ (posedge clk)
    begin
      case (addr)
       2'd0: tf_out <= { 8'sd64, -8'sd0 };
       2'd1: tf_out <= { 8'sd45, -8'sd45 };
       2'd2: tf_out <= { 8'sd0, -8'sd64 };
       2'd3: tf_out <= { -8'sd45, -8'sd45 };
        default:
          begin
            tf_out <= 16'd0;
          end
      endcase
    end
endmodule
==> config.mk <==
export PLATFORM = sky130hd
export DESIGN_NAME = twiddlefactors_8
export DESIGN_NICKNAME = twiddlefactors_8
export VERILOG_FILES = /design/flow/design.v
export SDC_FILE = /design/flow/constraint.sdc
export NUM_CORES = 4
export LEC_CHECK = 1
export CORE_AREA = 10 10 70 70
export DIE_AREA = 0 0 80 80
==> run summary <==
The implementation run finished. The flow ran to the end, and the final reports show no timing, DRC or antenna violations. The registers reported with the highest flop counts are tf_out (5). Per the GRT congestion report, total overflow comes to 0.

Global placement routability congestion landed at 0.679. Setup repair after global routing left no endpoint under its margin. The critical path in this run is classified as flip-flop to output pin. In this run the worst setup path begins at tf_out[13]. Note that the worst hold path type here is input port to flip-flop.

Number of cells on the critical path landed at 1. Leakage power landed at 0.189 nW. Broken down by cell family, the worst path's largest delay share belongs to flip-flops. The largest single stage delay on the critical path is 310 ps. Number of fill cells in the layout landed at 399. In this build the clock could be raised as far as 1.01 GHz. Of the combinational cells, the family taking the most area is buffers and inverters.

Entering global routing, the biggest net connects 4 pins. Looking at the critical path, the highest net fanout was 3. Proportion of total power due to net switching landed at 19.6%. The synthesized design contains 5 register bits. The design draws 519 uW.

Across all hold checks on the routed design, the worst slack comes to 385 ps. Signal routing reaches up to met4. Sum of buffers and inverters on the critical path landed at 1. The post-route utilization of the core is recorded as 11.9%.

Final period demand of the worst path landed at 986 ps. Per the post-synthesis stats, the area per cell is 9.81 um^2. The number of global-route vias before repair was 161.

Period utilization landed at 98.6%. Detail-routed net length per standard cell landed at 6.41 um. Total die size landed at 6400 um^2. Following the worst setup path forward leads to its endpoint at tf_out[13]. Sequential fraction of the synthesis area landed at 40.8%. Combined area of all synthesized cells landed at 245 um^2. The tree is rooted in a sky130_fd_sc_hd__clkbuf_4. For this block, the initial DRC count from the detailed router was 1. Tally of buffers added on design ports landed at 15. XOR/XNOR share of the synthesized area landed at 0%. Number of clock sinks landed at 5. Number of inserted diodes landed at 0.

Hold-fix buffer count after cts landed at 0. STA classifies the critical path startpoint as a flip-flop. The timing report shows that the slowest cell on the worst path is sky130_fd_sc_hd__dfxtp_2. Area growth from synthesis to layout landed at 65.8%. In this run, the clock network consumes 44.1% of the power.

Summed over all nets, wire length on met2 after detailed routing comes to 127 um. Per the placement report, the placed cell count is 77. Looking at the power breakdown, sequential logic takes 43.1% of the total. Remaining antenna violation count after routing landed at 0. TritonCTS built the clock tree.

Data arrives at the worst endpoint at 790 ps. The worst-case IR drop observed on VDD is 0.244 mV. In the synthesis report, Yosys lists the chip area as 245 um^2. The report lists the cells along the critical path as dlygate4sd2_1.

In this run the count of I/O pins placed on the die edge is 19. Count of endpoints failing setup in the final report landed at 0. Combinational logic burns 12.9% of the power.

Global routing used 1.32% of the available tracks. Internal power comes to 417 uW. The share of the core area taken by cells at floorplan is 7.18%. Total power divided by cell area landed at 1280 nW/um^2. Count of H-tree levels built during CTS landed at 1. Number of search-and-repair iterations in the first detailed-routing pass landed at 2. Looking at the clock tree report, the maximum root-to-sink buffer count equals 2. The switching component of the power was reported as 102 uW. The first global-routing pass estimated 669 um of wire. Summed over all layers, the routed wires come to 526 um.

The detailed router put a total of 154 um of wire on met1. The report lists the number of standard-cell rows as 21. Cells with a size suffix above 1 make up 27.8% of the layout. Summing over every cut layer, the via total after detailed routing is 163.

Initial antenna violation count landed at 0. For reference, simple AND, OR, NAND and NOR cells occupy 2.55% of the area reported after synthesis. Number of instances in the synthesized netlist landed at 25. The worst setup path is captured at an output pin.

Number of warnings reported in the yosys synthesis log landed at 1. The final hold violation count recorded for this run is 0. After clock tree synthesis, the clock-pin slew on the worst setup and hold paths is 40 ps.

Routed via count divided by cell count landed at 1.99. For this run, design rule violations remaining after detail routing come to 0. Number of flip-flops under the largest register name landed at 5. Multiplexer area fraction after synthesis landed at 0%. Compound-cell area share of the yosys netlist landed at 0%. Number of distinct library cell variants in the gate-level netlist after synthesis landed at 6. Die height landed at 80 um. The report counts max-capacitance violations totalling 0. Ranked by flip-flop count, first place goes to tf_out. Clock buffer count from CTS landed at 3. Max-slew check failures listed in the final report amount to 0. Detailed route wirelength on metal3 landed at 224 um. Adder and majority cell fraction of the synthesized area landed at 15.3%. Final setup TNS landed at 0 ps. Required time of the critical path landed at 800 ps. Core area landed at 3420 um^2.

In the Yosys report the total cell count is 25. The logs give a warning total of 28. Final cell count without fillers landed at 82. The die is 80 um wide.
-- kinds of logic (layout without fill, tap and decap cells) --
family,after synthesis,in the layout
buf+inv,15,24
flops,5,5
fa+ha+maj,3,3
other cells,1,3
simple gates,1,1
-- cell usage after synthesis, drive strengths merged --
cell type	count	area share, %
ha	3	15
inv	4	6.1
buf	11	34
dfxtp	5	41
or2	1	2.6
conb	1	1.5
-- power groups by stage --
| stage | logic [mW] | clock network (mW) | registers [mW] |
|---|---|---|---|
| finish | 0.0667 | 0.229 | 0.223 |
| global route | 0.0755 | 0.245 | 0.225 |
| CTS | 0.0655 | 0.236 | 0.223 |
-- worst min-delay path by stage --
| stage | depth (start not counted) | slack [ps] | to | startpoint |
|---|---|---|---|---|
| final | 2 | 380 | tf_out[12] | addr[1] |
| after global routing | 2 | 410 | tf_out[12] | addr[1] |
| after CTS | 2 | 390 | tf_out[12] | addr[1] |
-- per-stage QoR --
stage                     cell area [um^2]  setup WS, ps
after CTS                              397         -2.14
final                                  407          13.9
after detailed placement               378          -274
after floorplan                        253           291
after global routing                   407         0.932
after global placement                 378          -272
-- cells in the final DEF (no fill, tap or decap) --
cell type / netlist / layout
sky130_fd_sc_hd__clkbuf_4: 0 / 3
sky130_fd_sc_hd__or2_1: 1 / 1
sky130_fd_sc_hd__buf_2: 0 / 2
sky130_fd_sc_hd__dfxtp_2: 0 / 4
sky130_fd_sc_hd__dlygate4sd2_1: 0 / 3
sky130_fd_sc_hd__buf_6: 0 / 1
sky130_fd_sc_hd__clkdlybuf4s50_1: 0 / 1
sky130_fd_sc_hd__ha_1: 3 / 3
sky130_fd_sc_hd__clkbuf_1: 0 / 1
sky130_fd_sc_hd__conb_1: 1 / 3
sky130_fd_sc_hd__clkdlybuf4s15_1: 0 / 9
sky130_fd_sc_hd__inv_1: 4 / 4
sky130_fd_sc_hd__dfxtp_1: 5 / 1
-- metal layers --
| metal | global-route usage (%) | vias up |
|---|---|---|
| li1 | - | 80 |
| met1 | 1.07 | 60 |
| met3 | 2.05 | 4 |
| met2 | 1.44 | 19 |
| met5 | 0 | - |
| met4 | 0.880 | 0 |
-- area by class of cell --
cell class	instances	area (um^2)	share of cell area, %
Inverter	4	15.0	3.69
Timing Repair Buffer	16	148	36.3
Multi-Input combinational cell	7	55.1	13.5
Tap cell	46	57.6	14.2
Clock buffer	4	26.3	6.46
Sequential cell	5	105	25.8
-- timing repair --
action	CTS	global route
setup endpoints to repair	14	8
buffers inserted	1	0
resized	24	8
No activity file was given, so power comes from the tool's default toggle rates.
